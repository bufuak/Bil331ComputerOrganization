==> flow/design.v <==
module ALU (result, read_data_1, read_data_2,shmat,opcode,functioncode,clk);
	input [31:0] read_data_1;
	input [31:0] read_data_2;
	input [4:0] shmat;
	input [5:0] opcode;
	input [5:0] functioncode;
	input clk;
	output reg[31:0] result;
	reg signed [31:0] temp1;
	reg signed [31:0] temp2;
	reg signed [31:0] signed_result;
	always@(posedge clk)
		begin
		if(opcode==6'b001000)						 
			begin
			temp1=read_data_1;
			temp2=read_data_2;
			signed_result=temp1+temp2;
			result=signed_result;
			end
		else if(opcode==6'b001001)					 
			result=read_data_1+read_data_2;
		else if(opcode==6'b001100)					 
			result=read_data_1&read_data_2;
		else if(opcode==6'b001101)					 
			result=read_data_1|read_data_2;
		else if(opcode==6'b001010)					 
			begin
			temp1=read_data_1;
			temp2=read_data_2;
			if(temp1<temp2)
				result=32'b1;
			else
				result=32'b0;
			end
		else if(opcode==6'b001011)					 
			begin
				if(read_data_1<read_data_2)
					result=32'b1;
				else
					result=32'b0;
			end
		else if(opcode==6'b100100 |opcode==6'b100101 |opcode==6'b110000 | opcode==6'b100011  
		| opcode==6'b101000 | opcode==6'b111000 | opcode==6'b101001 | opcode==6'b101011)	 
			result=read_data_1+read_data_2;
		else if(opcode==6'b000000)					 
			begin
			if(functioncode==6'b100000)  
				begin
				temp1=read_data_1;
				temp2=read_data_2;
				signed_result=temp1+temp2;
				result=signed_result;
				end
			else if(functioncode==6'b100001)  
				result=read_data_1+read_data_2;
			else if(functioncode==6'b100100)  
				result=read_data_1 & read_data_2;
			else if(functioncode==6'b100101)  
				result=read_data_1 | read_data_2;
			else if(functioncode==6'b100111)  
				result=~(read_data_1 | read_data_2);
			else if(functioncode==6'b000000)  
				result=read_data_2 << shmat;
			else if(functioncode==6'b101010)  
				begin
				temp1=read_data_1;
				temp2=read_data_2;
				if(temp1<temp2)
					result=32'b1;
				else
					result=32'b0;
				end
			else if(functioncode==6'b101011)	 
				begin
				if(read_data_1<read_data_2)
					result=32'b1;
				else
					result=32'b0;
				end
			else if(functioncode==6'b000011)	 
				result= $signed(read_data_2) >>> shmat;
			else if(functioncode==6'b000010)  
				result= read_data_2 >>> shmat;
			else if(functioncode==6'b100010)  
				begin
				temp1=read_data_1;
				temp2=read_data_2;
				signed_result=temp1-temp2;
				result=signed_result;
				end
			else if(functioncode==6'b100011)  
				result= read_data_1-read_data_2;
			end
		end
endmodule
==> flow/run.sh <==
#!/bin/bash
# OpenROAD 26Q1-2900-gdf79404cd8, Yosys 0.63+post, stock flow scripts
make -C /OpenROAD-flow-scripts/flow DESIGN_CONFIG=/design/flow/config.mk WORK_HOME=/design/flow/orfs finish
==> flow/config.mk <==
export PLATFORM = sky130hd
export DESIGN_NAME = ALU
export DESIGN_NICKNAME = ALU
export VERILOG_FILES = /design/flow/design.v
export SDC_FILE = /design/flow/constraint.sdc
export NUM_CORES = 4
export LEC_CHECK = 1
export CORE_UTILIZATION = 30
==> flow/constraint.sdc <==
current_design ALU

set clk_period 22.7
set clk_io_pct 0.2

create_clock -name clk0 -period $clk_period [get_ports {clk}]

set non_clock_inputs [all_inputs -no_clocks]
set_input_delay [expr $clk_period * $clk_io_pct] -clock clk0 $non_clock_inputs
set_output_delay [expr $clk_period * $clk_io_pct] -clock clk0 [all_outputs]
==> notes.md <==
Summary of the current implementation state.

- The run finished with clean final reports.
- The starting utilization of the core area is a little under a third, for reference.
- The fraction of final layout cells with drive strength greater than 1 is 7.45%, for reference.
- Antenna repair during routing inserted a diode count of 0.
- The wire length recorded after detailed routing is approximately 57 mm.
- The worst setup path is launched from an input port.
- Per the OpenROAD floorplan log, the width of the die is between 150 and 200 um.
- The main area contributors are ha_1 11%, edfxtp_1 8.6%, a21oi_1 7.6%, nor2_1 7.5%, mux4_2 7.2%.
- The script computed a power per unit cell area of roughly 38 mW/mm^2.
- Setup repair after global routing left no endpoint under its margin.
- The stage logs contain a warning count of about 90.
- By startpoint and endpoint, the worst setup path is classified as input port to flip-flop.
- The number of placed I/O pins is 114, for reference.
- Per Yosys stat, the portion of area used by sequential elements is approximately 8.6%.
- The number of hold buffers added after CTS was 0.
- Gates resized during post-CTS repair numbered 0.
- The top achievable clock speed is 115 MHz, for reference.
- After synthesis, the netlist uses 87 different library cells.
- The accumulated negative setup slack is 0 ns, for reference.
- The total global routing overflow is 0, for reference.
- The iteration count of the initial detailed-routing pass is 6, for reference.
- Per the synth log, the flip-flop and latch total comes to 32.
- The floorplan core area is between 0.03 and 0.04 mm^2, for reference.
- The initial antenna violation count is 2.
- The proportion of synthesized flip-flops having asynchronous set or reset is 0%, for reference.
- The via count of the first global-routing pass came to between 10000 and 15000.
- The first global-routing pass estimated 82.5 mm of wire.
- The post-route DRC violation count is 0, for reference.
- The number of placed cells counting well taps is 2085, for reference.
- In the Yosys report the total cell count is 1591.
- The clock tree from TritonCTS is built, for reference.
- The number of maximum-capacitance violations is 0, for reference.
- Entering global routing, the biggest net connects between 60 and 70 pins.
- The count of flip-flops with a built-in enable after synthesis is 32, for reference.
- Per the timing report, the biggest fanout along the worst path comes to 8.
- The register with the most flip-flops in the layout has 32 of them.
- The fraction of synthesized cell area taken by the top area cell type is 10.7%, for reference.
- The clock sink count is 32, for reference.
- In this run the full chip footprint comes out at between 0.03 and 0.04 mm^2.
- According to the floorplan log, the row count is approximately 70.
- The post-route antenna net violation count is 0, for reference.
- The worst-margin pin slew is between 1 and 1.5 ns, for reference.
- The synthesis report names the predominant flop master as edfxtp_1.
- The worst slew margin relative to its limit is a little under a third, for reference.
- The synthesized netlist occupies a cell area of about 0.011 mm^2.
- For reference, the post-synthesis area per instance comes to between 7 and 8 um^2.
- The count of non-filler cells in the finished layout is ~2100, for reference.
- The global-route total usage across every layer is between 30 and 40%, for reference.
- The buffer_ports step reported a buffer count of 113.
- The synthesized netlist has a Yosys-reported chip area of approximately 0.011 mm^2.
- The worst path uses a little under two fifths of the clock period.
- The violation count after the first detailed-route iteration is between 1500 and 2000, for reference.
- The leakage power is approximately 5.1 nW, for reference.
- For this run, the number of Yosys warnings is 1.
- The average detailed-routed wire length per instance is about 27 um, for reference.
- The capturing element type of the critical path is a flip-flop, for reference.
- For reference, the clock transition at the flip-flops on the worst setup and hold paths is ~0.060 ns.
- The CTS buffer count is 5, for reference.
- The maximum root-to-sink buffer count is 2, for reference.
- VDD sags by at most roughly 0.000024 V.
- According to the timing report, the data required time at the worst endpoint equals between 20 and 25 ns.
- The detail-routed via count per cell is ~6.2, for reference.
- The number of slew-limit violations in the final report is 0, for reference.
- Per the detail_route report, the via count comes to 13000.
- In this run the post-CTS setup repair buffer count came out at 0.
- The die is just under 200 um tall.
- Checking hold timing, the worst path is listed with class input port to flip-flop.
- The global placer's final weighted congestion is between 1 and 1.5, for reference.
- Synthesis produced a netlist whose cell count is 1591.
- The OpenROAD report gives the critical path a data arrival time of 8.72 ns.
- The half-perimeter wire length after placement is 43.9 mm, for reference.
- For reference, the final report shows the hold violation count at 0.
- The total of fill cells in the finished design is 3827, for reference.
- The tree is rooted in a clkbuf_16.
- Counting I/O delays and the setup requirement, the final critical path takes around 8.7 ns.
- The flow measured a signed area growth from synthesis to layout of 14.1%.
- The cell accounting for the most synthesized area is ha_1, for reference.
- The final setup violation count is 0, for reference.
- The maximum level of the CTS H-tree is 2, for reference.
## where the power goes
part           internal (W)  switching (W)
logic              0.000130       0.000206
clock network     0.0000405      0.0000303
registers         0.0000784     0.00000228
total              0.000249       0.000239
## critical path, stage by stage
cell and delay (ns):
clkdlybuf4s50_1 0.68, inv_1 0.15, ha_1 0.49, nor2b_1 0.08, o311ai_0 0.34, a31oi_1 0.18, a211oi_4 0.45, o21ai_0 0.22
xnor2_1 0.24, a221oi_1 0.73, o221ai_1 0.27, o211ai_1 0.22, a21oi_1 0.10
## cells by family after synthesis
group / count (synthesis) / synth area share [%]
adder cells (fa/ha/maj): 98 / 11.1
flip-flops: 32 / 8.59
AND-OR/OR-AND: 560 / 33.1
XOR/XNOR: 83 / 6.50
AND/OR/NAND/NOR: 495 / 19.9
multiplexers: 94 / 12.5
buffers and inverters: 229 / 8.30
## metal layers
| layer | track usage [%] | up-vias | wire length [um] |
|---|---|---|---|
| li1 | - | 5909 | - |
| met5 | 0 | - | 13 |
| met1 | 41.9 | 6238 | 23900 |
| met4 | 9.22 | 2 | 2080 |
| met2 | 45.0 | 706 | 24900 |
| met3 | 9.71 | 118 | 6390 |
## synth_stat cells (all sizes together), types with 19 or more instances
| cell type | instances |
|---|---|
| inv | 103 |
| mux4 | 36 |
| a211oi | 35 |
| o21ai | 116 |
| clkbuf | 73 |
| nor2 | 225 |
| xnor2 | 69 |
| buf | 51 |
| nor3 | 33 |
| o211ai | 25 |
| a221oi | 19 |
| ha | 96 |
| o22ai | 35 |
| edfxtp | 32 |
| a21oi | 171 |
| nand2 | 125 |
| mux2i | 50 |
| nand3 | 25 |
## path summary, 6_finish.rpt
kind | start | to | slack [ns] | cells after the start
setup / recovery | read_data_2[7] | result[17] | 14.03 | 13
hold / removal | functioncode[1] | result[8] | 5.17 | 5
## cell usage in the layout, fill, tap and decap left out, types with 16 or more instances in the layout
master,n
xnor2_1,69
mux2i_1,50
a211oi_1,31
o21ai_0,111
nor3_1,33
o22ai_1,35
ha_1,96
nand3_1,25
a221oi_1,16
edfxtp_1,32
buf_4,38
nand2_1,125
mux4_2,36
clkdlybuf4s50_1,108
a21oi_1,170
nor2_1,225
o211ai_1,23
inv_1,99
## final cells by class
| cell class | count | area [um^2] | share of cell area, % |
|---|---|---|---|
| clock inverters | 1 | 3.75 | 0.0294 |
| flip-flops and latches | 32 | 961 | 7.53 |
| clock buffers | 7 | 133 | 1.04 |
| repair buffers | 150 | 1390 | 10.9 |
| well taps | 468 | 586 | 4.59 |
| multi-input cells | 1330 | 9300 | 72.9 |
| inverters | 105 | 394 | 3.09 |
## through the flow
step                setup WS (ns)  cell area, um^2  utilization (%)  total power (W)  hold WS (ns)
floorplan                   15.29            11200                -         0.000285          4.81
global placement            13.94            12600             34.4         0.000410          5.27
detailed placement          13.93            12600             34.4         0.000408          5.27
CTS                         14.27            12800             34.8         0.000481          5.13
global route                13.90            12800             34.8         0.000513          5.15
finish                      14.03            12800             34.8         0.000488          5.17
No activity file was given, so power comes from the tool's default toggle rates.
